$ cat config.mk
export PLATFORM = sky130hd
export DESIGN_NAME = ysyx_25050147_EXU
export DESIGN_NICKNAME = ysyx_25050147_EXU
export VERILOG_FILES = /design/flow/design.v
export SDC_FILE = /design/flow/constraint.sdc
export NUM_CORES = 4
export LEC_CHECK = 1
export CORE_UTILIZATION = 30
$ cat constraint.sdc
current_design ysyx_25050147_EXU

set clk_period 32.8
set clk_io_pct 0.2

create_clock -name clk0 -period $clk_period

set non_clock_inputs [all_inputs -no_clocks]
set_input_delay [expr $clk_period * $clk_io_pct] -clock clk0 $non_clock_inputs
set_output_delay [expr $clk_period * $clk_io_pct] -clock clk0 [all_outputs]
$ cat design.v
module ysyx_25050147_ALU (
    input  [ 3:0] alu_op,
    input  [31:0] src1,
    input  [31:0] src2,
    input         is_beq,
    output [31:0] fresult
);
    reg  [31:0] result;
    wire        zero;
    wire        Overflow;
    wire [31:0] Result;
    wire [31:0] t_no_Cin;
    wire        Carry;
    wire        Cin;
    wire signed [31:0] sign_src1 ;
assign sign_src1 = src1;
    assign Cin = alu_op[3] | (alu_op[1]) | is_beq;
    assign t_no_Cin = {32{Cin}} ^ src2;
    assign {Carry, Result} = {1'b0, src1} + {1'b0, t_no_Cin} + {32'b0000, Cin};
    assign Overflow = (src1[31] == t_no_Cin[31]) && (Result[31] != src1[31]);
    assign zero = ~(|Result);
    reg is_branch;
    always @(*) begin
        case (alu_op)
            'b0000: result = Result;
            'b0001: result = src1 << src2[5:0];
            'b0010: result = {31'b000, Result[31] ^ Overflow};   
            'b0011: result = {31'b000, ~Carry};   
            'b1010: result = {31'b000, Result[31] ^ Overflow};   
            'b1011: result = {31'b000, ~Carry};   
            'b0100: result = src1 ^ src2;
            'b1100: result = src1 ^ src2;
            'b0101: result = src1 >> src2[5:0];
            'b0110: result = src1 | src2;
            'b0111: result = src1 & src2;
            'b1110: result = src1 | src2;
            'b1111: result = src1 & src2;
            'b1000: result = Result;   
            'b1101:
            result = sign_src1 >>>src2[5:0];   
            default: result = 0;
        endcase
    end
    always @(*) begin
        case (alu_op[2:1])
            2'b00:   is_branch = zero;
            2'b10:   is_branch = Result[31] ^ Overflow;
            2'b11:   is_branch = ~Carry;
            default: ;
        endcase
    end
    assign fresult = is_beq ? {31'b0, is_branch ^ alu_op[0]} : result;
endmodule
module ysyx_25050147_EXU (
    input  [ 3:0] alu_op,
    input         is_beq,
    input  [31:0] src1,
    input  [31:0] src2,
    output [31:0] result
);
    ysyx_25050147_ALU myalu (
        .alu_op(alu_op),
        .src1  (src1),
        .src2  (src2),
        .is_beq(is_beq),
        .fresult(result)
    );
endmodule
$ cat run.sh
#!/bin/bash
# OpenROAD 26Q1-2900-gdf79404cd8, Yosys 0.63+post, stock flow scripts
make -C /OpenROAD-flow-scripts/flow DESIGN_CONFIG=/design/flow/config.mk WORK_HOME=/design/flow/orfs finish
==> summary.txt <==
fresh numbers from the pnr run: remaining design rule violation count 0, Critical Path Sink Type output port, post-place setup slack 14,510 ps, Inserted Diodes 0, width of the die 163 um, Synth Instances 1,204, post-synthesis instance area 0.00782 mm^2, startpoint of the worst hold path alu_op[2], via count of the first global-routing pass 8,653, Arr. time, crit path 11,720 ps, GRT overflow 0, count of standard-cell rows 58, initial antenna violation count 1, post-synthesis register bit count 1, setup repair after global routing missed its margin false, Pleak 3.70 nW, least setup slack across all paths after layout 14,520 ps, global routing usage summed across all routing layers 27.5%, post-synth area from yosys stat 0.00782 mm^2, postcts setup bufs 0, data required time of the critical path 26,240 ps, post-detailed-placement half-perimeter wirelength 28,800 um, synth-to-layout area growth 15.5%, Chip Height 163 um, critical path class in2out, CP Launch Point alu_op[3], First DRT Iteration DRCs 896, power per cell area 18.9 mW/mm^2, Max FO, Critical Path 31, total power of the final layout 0.170 mW, share of final-layout standard cells stronger than drive strength 1 5.49%, category of the worst setup path launch point primary input, yosys cell count 1,204, Final GP Congestion 1.04, worst slew pin tran 893 ps, Top cells by area sky130_fd_sc_hd__ha_1 (16%), sky130_fd_sc_hd__mux2i_1 (9.6%), sky130_fd_sc_hd__o21ai_0 (8.6%), Post-Synthesis Mean Instance Area 6.49 um^2, Hold WC Path Type in2out, register pins left without a clock 1, count of pins on the block boundary 101, Final Hold Fails 0, number of I/O port buffers 101, final critical-path share of the clock period 55.7%, highest attainable clock frequency 54.7 MHz, Finish-stage setup viols 0, number of maximum-capacitance constraint violations 0, worst voltage drop across the vdd grid 0.00664 mV, largest area contributor in the netlist sky130_fd_sc_hd__ha_1, run status finished clean, Min Hold Slack 14,160 ps, Yosys cell types 71, Post-Route Setup TNS 0 ps, final max-slew violation count 0, antenna-violating nets left 0, dominant synthesized flop cell sky130_fd_sc_hd__dlxtn_1, number of cells on the worst hold path 5, router iterations before antenna repair 5, Largest type area fraction 15.7%, core area 0.0254 mm^2, remaining max-slew budget at the tightest pin 40.3%, wire length of the first global-routing pass 54,300 um, Filler Cell Count 2,778, number of flip-flops under the largest register name 1, endpoint of the worst hold path result[18], pin count of the biggest net entering global routing 65, number of unconstrained endpoints 1, proportion of synthesized flip-flops having asynchronous set or reset 0%, number of buffers added to fix hold violations after cts 0, per-cell routed wire length 23.2 um, Pre-Place Util 30.8%, area of the die 0.0267 mm^2, number of warning messages in the logs 67, Ys Warns 1, count of library flops with an enable pin 0, DR vias 9,174, Resize count post-CTS 0, final routed wirelength across all metal layers 36,400 um, Final Critical Period 18,280 ps, drt via density 5.85
-- Yosys cell counts, drive strengths merged, types with 8 or more instances --
cell type,count
nand2,141
o211ai,22
a21o,11
a211oi,8
o21ai,136
nand2b,16
buf,16
inv,72
a31oi,23
nor2,121
o22ai,15
and3,8
or4,8
a21oi,116
clkbuf,72
or3,8
xnor2,45
a221oi,19
xor2,8
ha,98
nand3,17
mux2,8
a211o,10
nor3,20
mux4,15
mux2i,75
-- final cells by class --
class / count / area [um^2] / share of cell area [%]
Sequential cell: 1 / 15.0 / 0.166
Timing Repair Buffer: 122 / 1140 / 12.6
Multi-Input combinational cell: 1042 / 7190 / 79.6
Tap cell: 330 / 413 / 4.57
Inverter: 73 / 274 / 3.03
-- worst max-delay path by stage --
stage,to,depth (start not counted)
global route,result[30],15
finish,result[30],15
CTS,result[30],15
-- report_power, final --
part	leakage (nW)	switching (mW)	total [mW]	internal, mW
clock	0	0	0	0
sequential	0.00789	0.0000247	0.000140	0.000115
combinational	3.70	0.104	0.170	0.0660
-- critical path, stage by stage --
cell and delay, ps:
sky130_fd_sc_hd__clkdlybuf4s50_1 750, sky130_fd_sc_hd__nor3_2 280, sky130_fd_sc_hd__buf_4 480, sky130_fd_sc_hd__xnor2_1 190, sky130_fd_sc_hd__fa_1 440, sky130_fd_sc_hd__a211o_1 330, sky130_fd_sc_hd__a211o_1 340, sky130_fd_sc_hd__a211oi_2 380
sky130_fd_sc_hd__nor3_1 140, sky130_fd_sc_hd__o31ai_1 340, sky130_fd_sc_hd__a21oi_1 140, sky130_fd_sc_hd__a31o_2 230, sky130_fd_sc_hd__or4_1 390, sky130_fd_sc_hd__a31oi_1 180, sky130_fd_sc_hd__clkdlybuf4s50_1 490
-- cells by family (layout without fill, tap and decap cells) --
logic type	after synthesis	in the layout	synth area share, %
and+or+nand+nor	375	375	21.8
latches	1	1	0.192
AOI/OAI and AO/OA	417	417	33.2
adders and majority gates	99	99	15.9
buffers and inverters	161	195	7.92
xor gates and xnor gates	53	53	5.94
muxes	98	98	15.1
-- stage by stage --
| stage | util (%) | area, um^2 | cells |
|---|---|---|---|
| global placement | 35.6 | 9030 | 1568 |
| global route | 35.6 | 9030 | 1568 |
| detailed placement | 35.6 | 9030 | 1568 |
| CTS | 35.6 | 9030 | 1568 |
| finish | 35.6 | 9030 | 1568 |
| floorplan | - | 7820 | 1204 |
-- metal layers --
metal | share of wire (%) | track usage [%]
met5 | 0.025 | 0
met4 | 1.6 | 4.12
met3 | 7.8 | 5.23
met2 | 44 | 42.8
met1 | 46 | 40.1
-- layout by cell type (no fill, tap or decap), types with 6 or more instances in the layout --
master / n
sky130_fd_sc_hd__nand2_1: 141
sky130_fd_sc_hd__o21ai_0: 134
sky130_fd_sc_hd__nor2_1: 121
sky130_fd_sc_hd__a21oi_1: 116
sky130_fd_sc_hd__ha_1: 98
sky130_fd_sc_hd__clkdlybuf4s50_1: 94
sky130_fd_sc_hd__mux2i_1: 75
sky130_fd_sc_hd__inv_1: 70
sky130_fd_sc_hd__xnor2_1: 45
sky130_fd_sc_hd__a31oi_1: 23
sky130_fd_sc_hd__o211ai_1: 22
sky130_fd_sc_hd__buf_4: 22
sky130_fd_sc_hd__nor3_1: 18
sky130_fd_sc_hd__a221oi_1: 18
sky130_fd_sc_hd__nand3_1: 17
sky130_fd_sc_hd__nand2b_1: 16
sky130_fd_sc_hd__mux4_2: 15
sky130_fd_sc_hd__o22ai_1: 15
sky130_fd_sc_hd__a21o_1: 11
sky130_fd_sc_hd__a211o_1: 10
sky130_fd_sc_hd__and3_1: 8
sky130_fd_sc_hd__or3_1: 8
sky130_fd_sc_hd__mux2_2: 8
sky130_fd_sc_hd__xor2_1: 8
sky130_fd_sc_hd__a211oi_1: 7
sky130_fd_sc_hd__or4_1: 7
sky130_fd_sc_hd__and2_1: 6
sky130_fd_sc_hd__o31ai_1: 6
sky130_fd_sc_hd__a41oi_1: 6
sky130_fd_sc_hd__buf_2: 6
Power and IR drop assume default switching activity.
