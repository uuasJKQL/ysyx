`./config.mk`:
```
export PLATFORM = sky130hd
export DESIGN_NAME = ysyx_25050147_IDU
export DESIGN_NICKNAME = ysyx_25050147_IDU
export VERILOG_FILES = /design/flow/design.v
export SDC_FILE = /design/flow/constraint.sdc
export NUM_CORES = 4
export LEC_CHECK = 1
export CORE_AREA = 10 10 104 104
export DIE_AREA = 0 0 114 114
```
`./constraint.sdc`:
```
current_design ysyx_25050147_IDU

set clk_period 4.8
set clk_io_pct 0.2

create_clock -name clk0 -period $clk_period

set non_clock_inputs [all_inputs -no_clocks]
set_input_delay [expr $clk_period * $clk_io_pct] -clock clk0 $non_clock_inputs
set_output_delay [expr $clk_period * $clk_io_pct] -clock clk0 [all_outputs]
```
`./design.v`:
```
module ysyx_25050147_IDU (
    input      [31:0] mem,
    input      [31:0] rs1,
    input      [31:0] pc,
    output     [ 4:0] raddr1,
    input      [31:0] rs2,
    output     [ 4:0] raddr2,
    output reg [ 4:0] op_type,
    output reg [31:0] op_src1,
    output reg [31:0] op_src2,
    output     [ 4:0] rd,
    output     [31:0] branch_target,
    output reg [ 3:0] alu_op,
    output     is_beq
);
    wire [31:0] op_src1_I;
    wire [31:0] op_src2_I;
    wire [31:0] op_src1_U;
    wire [31:0] op_src1_J;
    wire [31:0] op_src1_R;
    wire [31:0] op_src2_R;
    wire [31:0] op_src1_S;
    wire [31:0] op_src2_S;
    parameter EBREAK = 0, JUMP = 1, ELSE = 2, STORE = 4, LOAD = 8, BRANCH = 16;
    assign is_beq = op_type[4];
    always @(*) begin
        case (mem[6:0])
            7'b1101111: begin   
                op_src1 = op_src1_J;
                op_src2 = pc;
                op_type = JUMP;
                alu_op  = 'b0000;
            end
            7'b1100111: begin   
                op_type = JUMP;
                op_src1 = op_src1_I;
                op_src2 = op_src2_I;
                alu_op  = 'b0000;
            end
            7'b0010011: begin   
                op_type = ELSE;
                op_src1 = op_src1_I;
                op_src2 = op_src2_I;
                alu_op  = {mem[30]&(mem[14]|mem[13]|mem[12]),mem[14:12]};
            end
            7'b0010111: begin   
                op_type = ELSE;
                op_src1 = op_src1_U;
                op_src2 = pc;
                alu_op  = 'b0000;
            end
            7'b0110111: begin   
                op_type = ELSE;
                op_src1 = op_src1_U;
                op_src2 = 0;
                alu_op  = 'b0000;
            end
            7'b0110011: begin   
                op_type = ELSE;
                op_src1 = op_src1_R;
                op_src2 = op_src2_R;
                alu_op  = {mem[30], mem[14:12]};
            end
            7'b0100011: begin   
                op_type = STORE;
                op_src1 = op_src1_S;
                op_src2 = op_src2_S;
                alu_op  = 'b0000;
            end
            7'b0000011: begin   
                op_type = LOAD;
                op_src1 = op_src1_I;
                op_src2 = op_src2_I;
                alu_op  = 'b0000;
            end
            7'b1100011: begin   
                op_type = BRANCH;
                op_src1 = rs1;
                op_src2 = rs2;
                alu_op  = {1'b0,mem[14:12]};
            end
            7'b1110011: begin
                op_type = EBREAK;   
                op_src1 = 0;
                op_src2 = 0;
                alu_op  = 'b0000;
            end
            default: begin
                op_type = ELSE;   
                op_src1 = 0;
                op_src2 = 0;
                alu_op  = 'b0000;
            end
        endcase
    end
    assign raddr2 = mem[24:20];
    assign raddr1 = mem[19:15];
    assign op_src1_I = rs1;
    assign op_src2_I = {{20{mem[31]}}, mem[31:20]};
    assign op_src1_U = {mem[31:12], 12'b0};
    assign op_src1_J = {{12{mem[31]}}, mem[19:12], mem[20], mem[30:21], 1'b0};
    assign op_src2_R = rs2;
    assign op_src1_R = rs1;
    assign rd = mem[11:7];
    assign op_src1_S = rs1;
    assign op_src2_S = {{20{mem[31]}}, mem[31:25], mem[11:7]};
    assign branch_target = {{20{mem[31]}}, mem[7], mem[30:25], mem[11:8], 1'b0};
endmodule
```
`./run.sh`:
```
#!/bin/bash
# OpenROAD 26Q1-2900-gdf79404cd8, Yosys 0.63+post, stock flow scripts
make -C /OpenROAD-flow-scripts/flow DESIGN_CONFIG=/design/flow/config.mk WORK_HOME=/design/flow/orfs finish
```
==> Changelog: implementation <==
### Physical design

- Status: finished, final reports clean
- Fin crit share: 88.7%
- Mapped cell area: 0.00164 mm²
- PwrDens: 59.0 mW/mm²
- Arr. time, crit path: 3300 ps
- Yosys Chip Area: 0.00164 mm²
- Die area: 0.0130 mm²
- Sw Pwr: 0.0000593 W
- Cts hold-fix bufs: 0
- Tool warning count: 32
- P_leak: 1.46 nW
- Synth cell count leaders: buf_4, a221o_1, a22o_1
- Slowest CP cell: clkdlybuf4s50_1
- Worst hold slack: 2750 ps
- Total GRT Usage: 14.5%
- Power share of the clock group: 0%
- Sw frac: 26.4%
- Cell Chain, Critical Path: clkdlybuf4s50_1 > or2b_4 > nor3_4 > a21o_4 > a221o_1 > clkdlybuf4s50_1
- Post-CTS Setup Bufs: 0
- Top area cell types: buf_4, a221o_1, a22o_1
- CP peak stage delay: 540 ps
- Avg Cell Area, Syn: 8.56 µm²
- Fp util: 18.8%
- Initial drt markers: 162
- # diodes: 0
- DRC errors left: 0
- RSZ-0062 raised after global routing: false
- Startpoint types: input pin
- Cell count listed in synth_stat.txt: 191
- P&R area growth vs syn: 133%
- DR vias: 2221
- I/O pin cnt: 249
- DP Wirelength: 9040 µm
- Max Clk Rate: 235 MHz
- Cell mode on critical path: clkdlybuf4s50_1
- Layout cells sized above 1: 7.33%
- DR vias/cell: 4.53
- Fin. max-slew vios: 0
- # clk buffers: 0
- Initial antenna violation count: 0
- First-pass GRT wire length: 15100 µm
- Final setup violation count: 0
- Int Pwr: 0.000166 W
- Most frequent cell after synthesis: buf_4
- RePlAce Congestion: 0.850
- Crit-path leading delay family: buffers and inverters
- Cell type with the largest total area: buf_4
- Yosys warning count: 1
- Worst VDD drop: 0.0324 mV
- IO buf count: 248
- Core area: 0.00868 mm²
- Fillers: 884
- Worst-path fanout max: 32
- Site row count: 34
- Logic pwr share: 100.0%
- Max Cap Viol: 0
- Unique masters post-synth: 34
- Total grt overflow: 0
- CTS resizes: 0
- Largest type area fraction: 25.2%
- Fin. Hold Viols: 0
- Sequential power share: 0%
- Cells after Synth: 191
- DRT Wirelength: 10500 µm
- Post-DRT Antenna Nets: 0
- Sequential cells: 0
- Crit path buffers/inverters: 2
- First drt pass iteration count: 4
- Seq share, synth: 0%
- Worst path required time: 3840 ps
- Routed length per instance: 21.4 µm
- CP endpoint kind: output pin
- Sequential cell area: 0 µm²
- Final min period: 4260 ps
- Die Height: 114 µm
- Vias in the first global route: 2335
- Worst min path class: input pin to output pin
- Die X: 114 µm
- Pin count of the biggest net entering global routing: 33
- Critical path class: input pin to output pin
- Setup TNS: 0 ps
-- metal layers --
layer / wire (µm) / vias up / part of all wire, % / global-route usage, %
li1: - / 1102 / - / -
met1: 4260 / 1003 / 41 / 17.9
met2: 5300 / 110 / 51 / 25.9
met3: 828 / 6 / 7.9 / 3.51
met4: 83 / 0 / 0.79 / 1.09
met5: 0 / - / 0 / 0
-- power groups by stage --
stage                 clock, W  sequential (W)  combinational, W
after global routing         0               0          0.000241
final                        0               0          0.000225
after CTS                    0               0          0.000228
-- cell usage in the layout, fill, tap and decap left out, types with 2 or more instances in the layout --
cell             instances
nor3_4                   3
nor4_1                   2
a21o_1                   6
a22o_1                  20
a2bb2oi_1                5
and2_1                   5
a21oi_4                  2
nand2_1                  2
buf_4                    9
a21oi_1                  2
a22o_2                   6
a221o_1                 37
inv_1                    3
nor2_1                   7
clkdlybuf4s50_1        248
mux2i_1                  5
or2_1                    3
nor2b_1                  2
-- stage by stage --
stage	worst slack, ps	cells	util [%]	cell area [µm²]	power [W]
floorplan	1890	191	-	1640	0.0000644
global placement	538	490	43.9	3810	0.000227
detailed placement	517	490	43.9	3810	0.000227
CTS	521	490	43.9	3810	0.000228
global route	403	490	43.9	3810	0.000241
finish	541	490	43.9	3810	0.000225
-- kinds of logic after synthesis --
family                    count (synthesis)  share of synthesized area [%]
muxes                                     5                           3.06
other                                     1                          0.229
and+or+nand+nor                          33                           16.8
AOI/OAI and AO/OA                        82                           47.4
buffers and inverters                    69                           32.0
xor gates and xnor gates                  1                          0.536
-- final cells by class --
| cell class | count | area, µm² | share of cell area, % |
|---|---|---|---|
| tap | 108 | 135 | 3.55 |
| multi-input combinational | 122 | 1110 | 29.2 |
| timing repair buffer | 257 | 2550 | 67.0 |
| inverter | 3 | 11.3 | 0.296 |
-- path summary, 6_finish.rpt --
check / slack (ps) / depth (start not counted) / end / from
min: 2750 / 2 / raddr1[4] / mem[19]
max: 540 / 6 / op_src2[1] / mem[6]
Power figures rest on the tool's default switching activity, not on a simulated workload.
