$ cat flow/config.mk
export PLATFORM = sky130hd
export DESIGN_NAME = ysyx_25050147_mems
export DESIGN_NICKNAME = ysyx_25050147_mems
export VERILOG_FILES = /design/flow/design.v
export SDC_FILE = /design/flow/constraint.sdc
export NUM_CORES = 4
export LEC_CHECK = 1
export CORE_AREA = 10 10 81 81
export DIE_AREA = 0 0 91 91
$ cat flow/constraint.sdc
current_design ysyx_25050147_mems

set clk_period 4.3
set clk_io_pct 0.2

create_clock -name clk0 -period $clk_period

set non_clock_inputs [all_inputs -no_clocks]
set_input_delay [expr $clk_period * $clk_io_pct] -clock clk0 $non_clock_inputs
set_output_delay [expr $clk_period * $clk_io_pct] -clock clk0 [all_outputs]
$ cat flow/design.v
module ysyx_25050147_mems (
    input      [ 2:0] op,
    input      [ 1:0] addr,
    input      [31:0] data,
    output reg [31:0] mem_result,
    output reg [ 7:0] wmask
);
    reg  [ 7:0] wmask1;
    reg  [31:0] result;
    always @(*) begin
        case (addr)
            2'b00: begin
                wmask = wmask1;
                mem_result = result;
            end
            2'b01: begin
                wmask = {wmask1[6:0], 1'b0};
                mem_result = result << 8;
            end
            2'b10: begin
                wmask = {wmask1[5:0], 2'b00};
                mem_result = result << 16;
            end
            2'b11: begin
                wmask = {wmask1[4:0], 3'b000};
                mem_result = result << 24;
            end
            default: begin
                wmask = 8'b00001111;
                mem_result = result;
            end
        endcase
    end
    always @(*) begin
        case (op[2:0])
            3'b100: begin
                result = {{24'b0}, data[7:0]};
                wmask1 = 8'b00000001;
            end
            3'b101: begin
                result = {{16'b0}, data[15:0]};
                wmask1 = 8'b00000011;
            end
            3'b110: begin
                result = data;
                wmask1 = 8'b000001111;
            end
            3'b000: begin
                result = {{24{data[7]}}, data[7:0]};
                wmask1 = 8'b00000001;
            end
            3'b001: begin
                result = {{16{data[15]}}, data[15:0]};
                wmask1 = 8'b00000011;
            end
            3'b010: begin
                result = data;
                wmask1 = 8'b000001111;
            end
            default: begin
                result = 32'b0;
                wmask1 = 8'b00001111;
            end
        endcase
    end
endmodule
$ cat flow/run.sh
#!/bin/bash
# OpenROAD 26Q1-2900-gdf79404cd8, Yosys 0.63+post, stock flow scripts
make -C /OpenROAD-flow-scripts/flow DESIGN_CONFIG=/design/flow/config.mk WORK_HOME=/design/flow/orfs finish
==> COMMIT_EDITMSG <==
Update PnR metrics after Yosys + OpenROAD run

* Result of the run: finished clean
* Via density: around 5.3
- The floorplan has 25 rows.
- Synthesized area per cell: 6.945 um2
* Number of maximum-capacitance violations: 0
- Sequential elements use 0% of the synthesized area.
* Hold Crit Endpoint: mem_result[14]
- Routed length per placed instance: between 15 and 20 um
* Routability cong.: approximately 0.87
* Core Region: 0.004817 mm2
- Maximum net fanout on the critical path: 12
- Summing over the stages, the warning tally comes to 32.
* Antenna diode count: 0
- Worst setup SP type: input pin
* Worst setup slack after layout: ~0.3 ns
- Fraction of the mapped netlist area in simple logic gates: 34.72%
- Of the combinational cells, the family taking the most area is AND-OR/OR-AND gates.
- Die Wd: just over 90 um
- Antenna Violating Nets Remaining: 0
* PostCTS Resize Cnt: 0
* Die height: roughly 91 um
- The number of different library cells used by synthesis comes to between 40 and 50.
- Yosys warnings: 1
- Traced cell by cell, the critical path runs through clkdlybuf4s50_1 -> or2_1 -> a211oi_2 -> a311o_1 -> clkdlybuf4s50_1.
- The worst setup path is captured at an output port.
- The power report puts the leakage power at 0.7626 nW.
* Hold path start: data[6]
- The number of antenna violations at the first check in global routing is 0.
- Synth area leader: sky130_fd_sc_hd__nand3b_1
- The final max-slew violation count recorded for this run is 0.
* Share of the synthesized area in the top cell type: under 10%
* Number of global-route vias before repair: ~1600
- The first TritonRoute pass finished after 5 iterations.
- The final report gives the core utilization as between 40% and 50%.
- The number of cells on the worst hold path is listed as 3.
- Share of the core filled by cells before placement: ~26%
* Count of mapped cells out of synthesis: 178
* Synth-to-Final Area Change: 64.47%
- Broken down by cell family, the worst path's largest delay share belongs to buffers and inverters.
* Final-layout clock buffer total: 0
* RSZ-0062 raised after global routing: no
* FF+latch area: 0 um2
- Wire length of the first global-routing pass: between 8 and 9 mm
- Number of setup violations in the final report: 0
- Remaining routing DRC violations: 0
* Most frequently placed logic cell in the final layout: sky130_fd_sc_hd__clkdlybuf4s50_1
- Area fraction in full adders, half adders and majority gates: 0%
- The longest incremental delay of any stage on the critical path is reported as 0.63 ns.
- The worst-case max-slew headroom was logged as 55.56%.
- Pin count of the biggest net entering global routing: ~49
* Buf/Inv on CP: 2
* Type of the tightest min-delay check: in2out
* Fraction of final layout cells sized beyond drive strength 1: 6.667%
- The pin closest to its max-slew limit shows a slew of roughly 0.66 ns.
- Peak ir drop on the vdd network: between 0.04 and 0.05 mV
* Area of the synthesized netlist per yosys stat: 0.001236 mm2
* Period minus WS final: approximately 4.0 ns
- After synthesis, the design contains between 150 and 200 cells according to Yosys.
- After global routing the overflow that remains totals 0.
* Xor and xnor area share after synthesis: under 10%
- The detailed router placed 1641 vias in this run.
- Die Footprint: ~0.0083 mm2
- For this design the ratio of total power to cell area is ~100 mW/mm2.
- Leading post-synthesis cells by cell area: sky130_fd_sc_hd__nand3b_1 (7.3%), sky130_fd_sc_hd__a21oi_1 (6.5%), sky130_fd_sc_hd__mux2i_1 (6.5%)
- In the finished design the tool counted flip-flops and latches totalling 0.
* Final Hold Fails: 0
- Final WL: 5.487 mm
- Logged for this run, the post-placement worst setup slack is around 0.36 ns.
- Final critical-path share of the clock period: roughly 93%
* Cell area after technology mapping: 0.001236 mm2
- STA puts the critical path data required time at approximately 3.4 ns.
- Cell mode on critical path: sky130_fd_sc_hd__clkdlybuf4s50_1
* Number of port buffers: 76
- Master of the slowest instance on the critical path: sky130_fd_sc_hd__clkdlybuf4s50_1
- For reference, the mux area share after synthesis is under 10%.
* Hold_buf cts: 0
- Synth Area in Compound Gates: 43.52%
- Detailed-placement wirelength estimate: 4.319 mm
* Most numerous logic cells after layout: sky130_fd_sc_hd__clkdlybuf4s50_1 (76), sky130_fd_sc_hd__a21oi_1 (16), sky130_fd_sc_hd__nand3b_1 (12)
- Final hold analysis gives a worst-case slack of 2.767 ns.
- Setup Total Neg Slack: 0 ns
* Setup Fix Bufs, Post-CTS: 0
- For the worst setup path, the data arrival time is between 3 and 4 ns.
* Power Total: just over 0.2 mW
* Worst Setup Path Type: in2out
- GRT Overall Usage: between 10 and 15%
* Top Ports: between 70 and 80
* Maximum operating frequency: about 0.25 GHz
- In this run, the number of DRC markers left after iteration 0 of detailed routing was approximately 150.
-- cells in the mapped netlist, types with 2 or more instances --
master,number
sky130_fd_sc_hd__o211ai_1,2
sky130_fd_sc_hd__buf_2,11
sky130_fd_sc_hd__and2_1,3
sky130_fd_sc_hd__or4bb_1,4
sky130_fd_sc_hd__o21ai_0,5
sky130_fd_sc_hd__o2bb2ai_1,7
sky130_fd_sc_hd__buf_6,3
sky130_fd_sc_hd__o22ai_1,2
sky130_fd_sc_hd__or2_1,2
sky130_fd_sc_hd__clkbuf_1,6
sky130_fd_sc_hd__buf_4,2
sky130_fd_sc_hd__nand2b_1,7
sky130_fd_sc_hd__o32ai_1,6
sky130_fd_sc_hd__mux2i_1,8
sky130_fd_sc_hd__a311o_1,6
sky130_fd_sc_hd__a221o_1,7
sky130_fd_sc_hd__o211a_1,2
sky130_fd_sc_hd__and3_1,9
sky130_fd_sc_hd__inv_1,8
sky130_fd_sc_hd__nor2b_1,3
sky130_fd_sc_hd__a21oi_1,16
sky130_fd_sc_hd__nand3b_1,12
sky130_fd_sc_hd__o21ai_1,8
sky130_fd_sc_hd__nand2_1,9
sky130_fd_sc_hd__a32o_1,3
sky130_fd_sc_hd__nand3_1,5
-- worst min-delay path: stages --
cell and delay, ns:
sky130_fd_sc_hd__clkdlybuf4s50_1 0.48, sky130_fd_sc_hd__o2bb2ai_1 0.16, sky130_fd_sc_hd__clkdlybuf4s50_1 0.41
-- kinds of logic (layout without fill, tap and decap cells) --
group	Yosys count	in the layout
XOR/XNOR	1	1
AND/OR/NAND/NOR	63	63
buffers and inverters	33	95
AND-OR/OR-AND	72	72
other	1	1
multiplexers	8	8
-- worst max-delay path by stage --
| stage | start | to | slack, ns | cells past startpoint |
|---|---|---|---|---|
| final | op[1] | mem_result[28] | 0.29 | 5 |
| after global routing | op[1] | mem_result[29] | 0.21 | 5 |
| after CTS | op[1] | mem_result[28] | 0.34 | 5 |
-- metal layers --
| metal | track usage [%] | share of wire, % | vias up |
|---|---|---|---|
| li1 | - | - | 825 |
| met1 | 18.58 | 49 | 741 |
| met2 | 19.45 | 44 | 73 |
| met3 | 2.241 | 6.3 | 2 |
| met4 | 0.3916 | 0.36 | 0 |
| met5 | 0 | 0 | - |
-- per-stage QoR --
stage	instance area (um2)	std cells
after global routing	2033	307
final	2033	307
after detailed placement	2033	307
after global placement	2033	307
after CTS	2033	307
after floorplan	1236	178
-- cell type report --
type                            count  area, um2
Fill cell                         509       2784
Inverter                            9      33.78
Multi-Input combinational cell    145       1067
Tap cell                           67      83.83
Timing Repair Buffer               86      848.3
-- power by group --
group / switching [mW] / internal (mW)
clock: 0 / 0
sequential: 0 / 0
combinational: 0.0838 / 0.123
total: 0.0838 / 0.123
Power and IR drop assume default switching activity.
